==> flow/design.v <==
`timescale 1ns / 1ps
module Data_mem(Clk,Addr,Read,Write,Data_In,Data_Out);
    input Clk;
    input [15:0] Addr;
    input Read;
    input Write;
    input [15:0] Data_In;
    output [15:0] Data_Out;
    reg [15:0] Data_Out;
    reg [15:0] my_memory [0:63];  
    initial
        begin
            my_memory[0] = 16'h0008;
            my_memory[1] = 16'h0002;
            my_memory[2] = 16'h0003;
            my_memory[3] = 16'h0006;
            my_memory[4] = 16'h0008;
            my_memory[5] = 16'h000A;   
        end
    always @(negedge Clk)
    begin 
        if(Write)
            begin
            my_memory[Addr] = Data_In;
            end
        Data_Out = my_memory[Addr];
    end
endmodule
==> flow/run.sh <==
#!/bin/bash
# OpenROAD 26Q1-2900-gdf79404cd8, Yosys 0.63+post, stock flow scripts
make -C /OpenROAD-flow-scripts/flow DESIGN_CONFIG=/design/flow/config.mk WORK_HOME=/design/flow/orfs finish
==> flow/config.mk <==
export PLATFORM = sky130hd
export DESIGN_NAME = Data_mem
export DESIGN_NICKNAME = Data_mem
export VERILOG_FILES = /design/flow/design.v
export SDC_FILE = /design/flow/constraint.sdc
export NUM_CORES = 4
export LEC_CHECK = 1
export CORE_UTILIZATION = 50
==> flow/constraint.sdc <==
current_design Data_mem

set clk_period 11.4
set clk_io_pct 0.2

create_clock -name clk0 -period $clk_period [get_ports {Clk}]

set non_clock_inputs [all_inputs -no_clocks]
set_input_delay [expr $clk_period * $clk_io_pct] -clock clk0 $non_clock_inputs
set_output_delay [expr $clk_period * $clk_io_pct] -clock clk0 [all_outputs]
==> Changelog: implementation <==
## Flow update

- Crit start category: primary input
- Syn Area/Cell: 10.1 um2
- Overall power: 10.9 mW
- Max Cap Violations: 0
- Internal power: 7.50 mW
- Fraction of registers with async set/reset: 0%
- Sequential cell area: 20800 um2
- Root Driver: clkbuf_16
- DR vias/cell: 6.19
- Logic pwr share: 12.3%
- Most used cell, CP: buf_4
- Switching part of the total: 31.4%
- RSZ-0062 raised after global routing: false
- Pre-Place Util: 50.7%
- Clock Skew: 35.2 ps
- Ys flop type: dfxtp_1
- Iter 0 DRT Violations: 4795
- EDFF count, synth: 0
- Max clock buf depth: 3
- GRT Residual Overflow: 0
- Max-slew headroom at the worst pin: 13.4%
- Crit path DRT: 6300 ps
- Crit end category: register
- Fin area: 59500 um2
- Die Area: 89400 um2
- Ys cells: 4357
- CTS sink cnt: 1040
- H-tree Lvls: 3
- Seq share, synth: 47.2%
- GRT Util Overall: 53.3%
- Clk ins delay skew pair: 740 ps
- Flop-to-flop setup slack: 8030 ps
- Switching pwr: 3.43 mW
- Clock slew at reported path FFs: 40 ps
- Total vias in the final route: 45000
- Leak pwr: 29.1 nW
- # hold bufs at CTS: 0
- First-pass GRT wire length: 316000 um
- CP max stage cell: a2111oi_0
- Layout fillers: 6769
- Clock power share: 46.4%
- Placed cell areas: 51900 um2
- Critical path class: in2reg
- IO buf count: 39
- Layout cells sized above 1: 31.5%
- Syn. warnings: 2
- Largest net degree at the start of global routing: 51
- CP Max Fanout: 10
- Max stage delay on crit path: 760 ps
- CTS Buf Count: 114
- Area Growth Syn to Fin: 34.8%
- DR pass1 iterations: 7
- Final tally of max-slew violations: 0
- Distinct lib cells used: 101
- Routed WL: 230000 um
- Die Height: 299 um
- HPWL after detailed placement: 165000 um
- Initial antenna violation count: 19
- Synthesized cell area: 44100 um2
- # setup viols final: 0
- Routability Congestion: 1.15
- Outcome: finished clean
- P per Cell Area: 184 nW/um2
- Number of routed nets with antenna violations: 0
- Synthesized registers: 1040
- Log Warnings: 1038
- Drt drc: 0
- Vias in the first global route: 44100
- Wirelength per Cell: 31.6 um
- Seq pwr share: 41.3%
- Endpoints failing hold: 0
- Worst path arrival time: 6210 ps
- # IOs: 51
- CTS tree: built
- Die width: 299 um
- Min-Delay Path Class: reg2reg
- Pre-CTS WS: -473 ps
- Worst setup margin: 89.0 ps
- Rows: 108
- Comb gate area: 21600 um2
- Yosys stat area: 44100 um2
- Post-Synthesis Cells: 4357
- Crit-path cells: buf_2, buf_12, or4_1, nor2_1, o21ai_0, buf_4, nor4_1, buf_4, o2111ai_1, a2111oi_0, buf_4, nand4_1, o22a_1
- Max VDD drop: 0.206 mV
- Measured slew at the worst slew-check pin: 1280 ps
- Core area: 87000 um2
cell usage in the layout (no fill, tap or decap), drive strengths merged, types with 17 or more instances in the layout:
cell	count
clkbuf	116
a2111oi	17
nor2	132
buf	897
nor4	45
clkinvlp	31
dfxtp	1040
nor3	30
o21ai	253
a22o	101
and2	26
a21oi	120
inv	1124
nand3	94
o211ai	20
mux2	773
a211oi	20
o22ai	22
and3	23
o2bb2ai	36
a221oi	30
a21boi	22
a31oi	23
mux2i	32
a22oi	170
nand2	514
nand4	58
power by group through the flow:
stage | Combinational, mW | Sequential (mW) | Clock [mW]
4_1_cts | 1.30 | 4.51 | 5.17
5_1_grt | 1.42 | 4.57 | 5.62
6_report | 1.35 | 4.51 | 5.07
registers in the layout, indices dropped and copies added (netlist names):
signal	cells
Data_Out	16
my_memory	1024
worst max-delay path: cells and delay by family:
| family | cells | cell delay (ps) |
|---|---|---|
| AND-OR/OR-AND | 4 | 1450 |
| AND/OR/NAND/NOR | 4 | 1430 |
| buffers and inverters | 5 | 1030 |
synthesized netlist by cell type, types with 13 or more instances:
cell type	number	area, um2
nand2_1	509	1910
nand2b_1	16	100
a211oi_1	18	135
a32o_1	16	160
nor3_1	29	145
a21boi_0	21	158
dfxtp_1	1040	20800
buf_2	75	375
nand4_1	58	363
and4_1	13	114
clkbuf_1	278	1040
a32oi_1	13	114
buf_1	34	128
o2bb2ai_1	36	315
a22o_1	101	885
and2_1	24	150
nand3_1	92	460
a22oi_1	170	1280
mux2_2	768	8650
inv_1	38	143
a31oi_1	23	144
nor2_1	131	492
o21ai_0	251	1260
and3_1	23	144
nor4_1	42	263
a2111oi_0	17	149
a21oi_1	120	601
a221oi_1	29	254
mux2i_1	32	320
a221o_1	13	130
o22ai_1	22	138
o211ai_1	20	150
per-layer routing:
metal,share of wire [%],track usage (%),up-vias
li1,-,-,19400
met1,38,69.2,21700
met2,39,67.3,3042
met3,15,30.1,805
met4,8.1,36.9,22
met5,0.12,1.22,-
metrics by stage:
stage                     instances  util, %  hold WS, ps  TNS, ps
final                          7278     68.3          433        0
after global routing           7267     68.3          447        0
after CTS                      7267     68.3          434        0
after detailed placement       6022     59.6          428    -2820
after global placement         6022     59.6          422    -2770
after floorplan                4357        -          407        0
final cells by class:
cell class	count	area share, %
Multi-Input combinational cell	2876	36.4
Sequential cell	1040	35.0
Clock inverter	1130	7.80
Clock buffer	116	4.88
Tap cell	1155	2.43
Inverter	37	0.234
Timing Repair Buffer	913	13.2
Antenna cell	11	0.0463
worst paths after layout:
path | startpoint | cells past startpoint | endpoint
min | my_memory[34][5] | 2 | my_memory[34][5]
min reg2reg | my_memory[34][5] | 2 | my_memory[34][5]
max | Addr[1] | 13 | Data_Out[14]
max reg2reg | my_memory[20][12] | 10 | Data_Out[12]
cell families after synthesis:
logic type	count (synthesis)	synth area share, %
DFF	1040	47.2
buffers and inverters	441	4.15
AOI/OAI and AO/OA	994	15.8
muxes	805	20.5
xor gates and xnor gates	2	0.0397
and+or+nand+nor	1075	12.3
what timing repair did:
item / 4_1_cts / 5_1_grt
setup endpoints to repair: 0 / 1
setup buffers: 0 / 0
gates resized: 0 / 1
Power figures rest on the tool's default switching activity, not on a simulated workload.
