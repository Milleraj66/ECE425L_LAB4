==> design/flow/design.v <==
`timescale 1ns / 1ps
module Instr_Mem(Addr,Read,Write,Data_In,Data_Out);
    input [15:0] Addr;
    input Read;
    input Write;
    input [15:0] Data_In;
    output [15:0] Data_Out;
    reg [15:0] Data_Out;
    reg [15:0] my_memory [0:63];  
    initial
        begin
            my_memory[0] = 16'b1000_0000_0000_0000;      
            my_memory[1] = 16'b1000_0001_0001_0001;      
            my_memory[2] = 16'b0010_0000_0001_0010;      
            my_memory[3] = 16'b1000_0011_0011_0001;      
            my_memory[4] = 16'b1110_0001_0011_0111;      
            my_memory[5] = 16'b0000_0000_0010_0100;      
            my_memory[6] = 16'b0001_0000_0010_0101;      
            my_memory[7] = 16'b0010_0001_0011_0011;      
            my_memory[8] = 16'b1110_0011_0010_1110;      
            my_memory[9] = 16'hA616;                      
            my_memory[10] = 16'hA737;                     
        end
    always @(Addr) 
    begin 
            Data_Out = my_memory [Addr];
    end
endmodule
==> design/flow/run.sh <==
#!/bin/bash
# OpenROAD 26Q1-2900-gdf79404cd8, Yosys 0.63+post, stock flow scripts
make -C /OpenROAD-flow-scripts/flow DESIGN_CONFIG=/design/flow/config.mk WORK_HOME=/design/flow/orfs finish
==> design/flow/config.mk <==
export PLATFORM = sky130hd
export DESIGN_NAME = Instr_Mem
export DESIGN_NICKNAME = Instr_Mem
export VERILOG_FILES = /design/flow/design.v
export SDC_FILE = /design/flow/constraint.sdc
export NUM_CORES = 4
export LEC_CHECK = 1
export CORE_AREA = 10 10 70 70
export DIE_AREA = 0 0 80 80
==> design/flow/constraint.sdc <==
current_design Instr_Mem

set clk_period 1.0
set clk_io_pct 0.2

create_clock -name clk0 -period $clk_period

set non_clock_inputs [all_inputs -no_clocks]
set_input_delay [expr $clk_period * $clk_io_pct] -clock clk0 $non_clock_inputs
set_output_delay [expr $clk_period * $clk_io_pct] -clock clk0 [all_outputs]
==> design notes <==
The height of the die works out to 80 microns. The element type at the critical path start was a primary input. Sorting the synthesized cells by how often they occur yields sky130_fd_sc_hd__ha_1 (5), sky130_fd_sc_hd__buf_4 (4), sky130_fd_sc_hd__inv_1 (4), sky130_fd_sc_hd__nor2b_1 (3), sky130_fd_sc_hd__o31a_1 (3). Per the detail_route report, inserted antenna diodes total 0.

For the arrival time of the worst setup path, the log shows 1.00 ns. Note, the detailed placer reported a final HPWL of 800 microns. The dominant cell type by area after synthesis is sky130_fd_sc_hd__ha_1. The tools report the post-synthesis cell count as 34.

In the setup report, the worst path falls into the class in -> out. A synthesized cell averages 7.36 sq um. The OpenROAD report gives the critical path a required time of 0.80 ns.

The initial antenna violation count came out at 0. The layout report lists the combined flip-flop and latch area as 0 sq um. For reference, the final report shows the max-slew violation count at 0. The largest delay contributor family on the critical path was adder cells. In this run, post-CTS hold repair placed 0 buffers. The tools report the number of nets with antenna violations after routing as 0.

The synthesized netlist was found by Yosys to have 34 cells. The final standard cell utilization of the core is 0.196, and the highest net fanout along the worst path is 3. The checks that failed: negative setup slack. After its last routability iteration, the placer logged a weighted congestion of 0.755.

Count of standard-cell rows: 21. The layout cell share with drive strength beyond 1 was 0.710; the number of vias per cell was 2.98. With the area share of the largest cell type after synthesis at 0.250, the combined global-route utilization of all metal layers is 0.0312. OpenROAD emitted warnings numbering 69. The fill cell instance count of the final layout is 394, and the width of the die is 80 microns.

In this run the critical path is formed by buf_12 > inv_12 > ha_4 > nor2b_2 > o31a_1 > buf_2. The count of port buffers added during placement works out to 17. The post-detailed-route DRC marker count was 0; the sequential area share after synthesis was 0. The tools report the endpoint kind of the worst setup timing path as an output pin. With the highest clock frequency the design can meet at 0.835 GHz, the count of clock buffers in the final design is 0.

For the number of library cell types mapped by synthesis, the log shows 18. The number of sequential cells reported for the layout is 0. Setup repair after global routing could not meet its margin everywhere. The total power divided by cell area was 365 mW/mm^2; the post-route fraction of the period consumed by the critical path was 1.20.

The run reported a max-capacitance violation count of 0. 50 I/O pins were placed. The number of setup violations in the final report is 11, and the number of optimization iterations in the first detailed-route pass is 1. The core region is 0.00342 sq mm. The kind of path behind the tightest hold check was in -> out. The worst path needs 1.20 ns of the cycle, external delays included.

Summing internal, switching and leakage power gives 244 uW. The tools report the worst slack at placement as -1.07 ns. The critical-path cell with the highest stage delay is sky130_fd_sc_hd__ha_4.

sky130_fd_sc_hd__ha_1 is the most common cell in the netlist. Per the detailed-route log, wirelength across all metal layers totals 1.08 mm. Endpoints failing hold in the final report were tallied at 0. Per the run report, area growth between synthesis and finish was 168%. The maximum ir drop on the vdd rail came out at 0.102 mV. After routing, the total negative slack on setup checks comes to -1.55 ns. Ranked by total cell area, the synthesized netlist is headed by sky130_fd_sc_hd__ha_1 (25%), sky130_fd_sc_hd__buf_4 (12%), sky130_fd_sc_hd__o31a_1 (10%). The run finished, with violations left. The first-iteration detailed-routing DRC count is 0, and the pin count of the biggest net entering global routing is 8.

The critical path's largest stage delay was 0.26 ns; the count of warnings emitted by yosys was 1. The run gives -0.198 ns for the setup slack after layout. The chip area was 0.00640 sq mm. Along the critical path, the tally of buffer and inverter instances is 3. The tools report the total via count in the routed design as 322.

For the number of global-route vias before repair, the log shows 346. The footprint of the multi-input gates is 295 sq um, and the final routed wire length divided by cell count is 10.0 microns. The sum of overflow across all layers after global routing is 0. The synthesized netlist occupies a cell area of 250 sq um. The initial standard-cell utilization of the core was 0.0733; the area reported by Yosys stat was 250 sq um. Per the OpenROAD power report, leakage power amounts to 0.000302 uW. The run gives 1.68 mm for the global-route wire length before repair.
==> cells in the final DEF, fill, tap and decap left out, types with 2 or more instances in the layout <==
cell and instances:
sky130_fd_sc_hd__buf_6 8, sky130_fd_sc_hd__buf_12 3, sky130_fd_sc_hd__buf_4 7, sky130_fd_sc_hd__inv_1 2
sky130_fd_sc_hd__buf_2 11, sky130_fd_sc_hd__o31a_1 3, sky130_fd_sc_hd__ha_4 5, sky130_fd_sc_hd__conb_1 3
sky130_fd_sc_hd__nand2_1 2
==> layer usage <==
metal	GRT usage	part of all wire	routed length, microns	vias to the layer above
li1	-	-	-	163
met1	0.0389	0.45	483	152
met2	0.0570	0.51	556	7
met3	0.00568	0.038	41	0
met4	0	0	0	0
met5	0	0	0	-
==> final timing paths <==
check | end | cells after the start | startpoint | slack, ns
hold / removal | Data_Out[5] | 3 | Addr[2] | 0.73
setup / recovery | Data_Out[8] | 6 | Addr[0] | -0.20
==> where the power goes <==
| group | internal, uW | total [uW] | switching (uW) |
|---|---|---|---|
| combinational | 152 | 244 | 92.4 |
| clock | 0 | 0 | 0 |
| sequential | 0 | 0 | 0 |
| total | 152 | 244 | 92.4 |
==> repair_timing <==
action	CTS	global route
pin swaps	9	9
setup endpoints to repair	13	13
resized	75	19
setup buffers	7	3
==> stage by stage <==
| step | cells | hold WS (ns) | cell area (sq um) |
|---|---|---|---|
| final | 108 | 0.726 | 669 |
| after global routing | 108 | 0.738 | 669 |
| after CTS | 107 | 0.763 | 621 |
| after detailed placement | 100 | 1.53 | 528 |
| after global placement | 100 | 1.52 | 528 |
| after floorplan | 36 | 0.482 | 290 |
==> logic make-up (layout without fill, tap and decap cells) <==
logic type,count (synthesis),after routing,synth area share
and+or+nand+nor,10,10,0.225
buffers and inverters,9,35,0.200
AOI/OAI and AO/OA,7,7,0.225
adders and majority gates,5,5,0.250
muxes,2,2,0.0850
other,1,3,0.0150
==> final cells by class <==
| class | count | share of cell area |
|---|---|---|
| Inverter | 4 | 0.0523 |
| Multi-Input combinational cell | 27 | 0.441 |
| Tap cell | 46 | 0.0860 |
| Timing Repair Buffer | 31 | 0.421 |
Power figures rest on the tool's default switching activity, not on a simulated workload.
